==> /design/flow/design.v <==
`timescale 1ns/100ps
module mux32 (in_a, in_b, sel, out);
  input  [31:0] in_a;
  input  [31:0] in_b;
  input         sel;
  output [31:0] out;
  reg   [31:0] outreg;
  always @ (in_a, in_b, sel)
  begin
    if (sel == 1'b1)
      outreg = in_a;
    else
      outreg = in_b;
  end
  assign out = outreg;
endmodule
==> /design/flow/run.sh <==
#!/bin/bash
# OpenROAD 26Q1-2900-gdf79404cd8, Yosys 0.63+post, stock flow scripts
make -C /OpenROAD-flow-scripts/flow DESIGN_CONFIG=/design/flow/config.mk WORK_HOME=/design/flow/orfs finish
==> /design/flow/config.mk <==
export PLATFORM = sky130hd
export DESIGN_NAME = mux32
export DESIGN_NICKNAME = mux32
export VERILOG_FILES = /design/flow/design.v
export SDC_FILE = /design/flow/constraint.sdc
export NUM_CORES = 4
export LEC_CHECK = 1
export CORE_AREA = 10 10 70 70
export DIE_AREA = 0 0 80 80
==> /design/flow/constraint.sdc <==
current_design mux32

set clk_period 1.0
set clk_io_pct 0.2

create_clock -name clk0 -period $clk_period

set non_clock_inputs [all_inputs -no_clocks]
set_input_delay [expr $clk_period * $clk_io_pct] -clock clk0 $non_clock_inputs
set_output_delay [expr $clk_period * $clk_io_pct] -clock clk0 [all_outputs]
==> summary.rpt <==
=================================================================================================
Proportion of power drawn by flip-flops and latches                                            0%
Clk network pwr share                                                                          0%
Worst voltage drop across the vdd grid                                                  0.1609 mV
CP Cell Sequence                                                                     clkdlybuf4s50_1 > mux2_4 > buf_6
Total GRT Usage                                                                            7.643%
DRT antenna net count                                                                           0
Dominant logic cell type in the layout                                               sky130_fd_sc_hd__dlygate4sd2_1
Die width                                                                                   80 um
Number of cells in Yosys stat                                                                  36
Cell Count, Final, Fillers Out                                                                183
Dpl hpwl                                                                                 2.398 mm
Max Clock Freq                                                                         0.8525 GHz
First DRT Iteration DRCs                                                                        3
Area of the core                                                                         3416 um2
Count of hold-fix buffers inserted at cts                                                       0
Post-route clock period utilization                                                        117.3%
Number of antenna violations at the first check in global routing                               0
Final global-route overflow total                                                               0
Comb pwr share                                                                             100.0%
Pins Over Slew Limit                                                                            0
Total length of routed wires                                                             2.720 mm
Final Total Pwr                                                                       0.0006188 W
Max-Slew Margin vs Limit                                                                   92.57%
Post-synth design cell area                                                             544.3 um2
Via count of the first global-routing pass                                                    751
Pint                                                                                  0.0004870 W
Layout sequential cell count                                                                    0
Final critical path time including I/O delays and setup                                   1173 ps
Violated checks                                                                      negative setup slack
Net Switching                                                                         0.0001318 W
Warnings, synthesis                                                                             1
Total instance count after detailed placement                                                 177
Switching part of the total                                                                21.31%
Max-Cap Viols                                                                                   0
Fp util                                                                                    15.93%
Finish-stage setup viols                                                                       32
Vertical die dimension                                                                      80 um
Syn avg cell area                                                                       15.12 um2
Arr. time, crit path                                                                       970 ps
Maximum number of pins on one net before global-route repair                                   11
Worst-margin pin slew                                                                    111.5 ps
Number of vias per cell                                                                     3.770
Kind of launch point of the worst setup path                                           input port
Area occupied by registers                                                                  0 um2
Worst-case setup margin in the final layout                                             -173.1 ps
Cell area power density                                                              390.0 nW/um2
Post-route cell area                                                                     1587 um2
Commonest non-fill, non-tap cells in the layout                                      sky130_fd_sc_hd__dlygate4sd2_1, sky130_fd_sc_hd__mux2_4, sky130_fd_sc_hd__buf_6
Area figure in the yosys stat output                                                    544.3 um2
Largest stage delay on the critical path                                                   400 ps
Number of placement rows                                                                       21
Via count                                                                                     690
Post-DR wirelength/cell                                                                  14.86 um
Worst-path cell with the longest stage delay                                         sky130_fd_sc_hd__clkdlybuf4s50_1
Placed cell areas                                                                        1524 um2
Count of antenna diodes in the layout                                                           0
Routability congestion estimate                                                            0.7579
Element type at the critical path end                                                  output pin
Required time of the critical path                                                         800 ps
Remaining design rule violation count                                                           0
Total iterations of the first detailed-routing run                                              2
Number of distinct library cell variants in the gate-level netlist after synthesis              4
Number of instances in the synthesized netlist                                                 36
Fraction of final layout cells with drive strength greater than 1                          53.28%
Sequential element share of the synthesized area                                               0%
Final design utilization                                                                   46.45%
Clock buf count                                                                                 0
Num ports                                                                                      97
Full die area                                                                            6400 um2
OpenROAD warning count                                                                         34
Outcome                                                                              finished with violations
Syn-to-layout area delta                                                                   191.5%
RSZ-0062 raised after global routing                                                          yes
Number of buffers added on ports                                                               97
Static power due to leakage                                                             0.8873 nW
Final-report hold violation count                                                               0
Startpoint-to-endpoint class of the critical path                                       in -> out
Worst min-delay path class                                                              in -> out
Peak fanout along the critical path                                                             1
Wire length of the first global-routing pass                                             3.995 mm
=================================================================================================
## worst paths after layout
path / slack (ps) / cells after the start / start / to
hold / removal: 690 / 3 / in_b[18] / out[18]
setup / recovery: -170 / 3 / in_a[27] / out[27]
## layer usage
| metal | GRT usage [%] | vias up | wire length, um |
|---|---|---|---|
| met5 | 0 | - | 0 |
| met4 | 0 | 0 | 0 |
| met3 | 3.182 | 0 | 351 |
| met2 | 13.64 | 51 | 1351 |
| met1 | 8.767 | 300 | 1017 |
| li1 | - | 339 | - |
## cell usage after synthesis
| cell | count | area, um2 |
|---|---|---|
| sky130_fd_sc_hd__mux2_2 | 2 | 22.52 |
| sky130_fd_sc_hd__buf_12 | 3 | 60.06 |
| sky130_fd_sc_hd__mux2_4 | 30 | 450.4 |
| sky130_fd_sc_hd__buf_6 | 1 | 11.26 |
## kinds of logic (layout without fill, tap and decap cells)
family	after synthesis	in the layout	share of synthesized area (%)
mux	32	32	86.90
buf+inv	4	105	13.10
## power by group through the flow
stage	registers [W]	clock network, W	logic [W]
CTS	0	0	0.000608
global route	0	0	0.000664
finish	0	0	0.000619
## metrics by stage
step                      setup slack [ps]  TNS, ps  hold slack (ps)
after global placement              -497.4   -15300             1353
after floorplan                      66.90        0            497.7
after detailed placement            -498.9   -15350             1355
after CTS                           -174.0    -3970            800.7
final                               -173.1    -3693            691.7
after global routing                -195.9    -4369            712.7
## repair_timing
action	in CTS	in global routing
gates cloned	1	0
endpoints found under the setup margin	32	32
hold endpoints to repair	0	0
buffers inserted	5	0
resized	170	15
## critical path: cells and delay by family
family	cells	cell delay, ps
multiplexers	1	260
buffers and inverters	2	510
## area by class of cell
class / count / area [um2]
Multi-Input combinational cell: 32 / 480.5
Fill cell: 345 / 1829
Tap cell: 46 / 57.56
Timing Repair Buffer: 105 / 1049
Power figures rest on the tool's default switching activity, not on a simulated workload.
